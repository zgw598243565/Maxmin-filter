==> ./design.v <==
module AverageCapture #(
    parameter PIXEL_WIDTH = 8
)
(clk,arstn,din_data,din_valid,dout_valid,dout_data);
input clk;
input arstn;
input [PIXEL_WIDTH+4-1:0]din_data;
input din_valid;
output dout_valid;
output [PIXEL_WIDTH+4-1:0]dout_data;
reg tvalid_delay0;
reg tvalid_delay1;
reg [PIXEL_WIDTH+4-1:0]data_delay0;
reg [PIXEL_WIDTH+4-1:0]data_delay1;
reg [PIXEL_WIDTH+4-1:0]data_reg;
reg dout_valid_reg;
assign dout_valid = dout_valid_reg;
assign dout_data = data_reg;
always@(posedge clk or negedge arstn)
    begin
        if(~arstn)
            begin
                tvalid_delay0 <= 0;
                tvalid_delay1 <= 0;
                data_delay0 <= 0;
                data_delay1 <= 0;
            end
        else
            begin
                tvalid_delay0 <= din_valid;
                tvalid_delay1 <= tvalid_delay0;
                data_delay0 <= din_data;
                data_delay1 <= data_delay0;
            end        
    end
always@(posedge clk or negedge arstn)
    begin
        if(~arstn)
            begin
                data_reg <= 0;
                dout_valid_reg <= 0;
            end
        else
            begin
                if(tvalid_delay0)
                    begin
                        data_reg <= data_delay0;
                        dout_valid_reg <= 1'b1;
                    end
                else if(~tvalid_delay0 & tvalid_delay1)
                    begin
                        data_reg <= data_delay0;
                        dout_valid_reg <= 1'b1;
                    end
                else
                    begin
                        dout_valid_reg <= 1'b0;
                    end
            end
    end
endmodule
==> ./run.sh <==
#!/bin/bash
# OpenROAD 26Q1-2900-gdf79404cd8, Yosys 0.63+post, stock flow scripts
make -C /OpenROAD-flow-scripts/flow DESIGN_CONFIG=/design/flow/config.mk WORK_HOME=/design/flow/orfs finish
==> ./config.mk <==
export PLATFORM = sky130hd
export DESIGN_NAME = AverageCapture
export DESIGN_NICKNAME = AverageCapture
export VERILOG_FILES = /design/flow/design.v
export SDC_FILE = /design/flow/constraint.sdc
export NUM_CORES = 4
export LEC_CHECK = 1
export CORE_AREA = 10 10 89 89
export DIE_AREA = 0 0 99 99
==> ./constraint.sdc <==
current_design AverageCapture

set clk_period 2.9
set clk_io_pct 0.2

create_clock -name clk0 -period $clk_period [get_ports {clk}]

set non_clock_inputs [all_inputs -no_clocks]
set_input_delay [expr $clk_period * $clk_io_pct] -clock clk0 $non_clock_inputs
set_output_delay [expr $clk_period * $clk_io_pct] -clock clk0 [all_outputs]
==> run summary <==
Flow results are below.

- The root buffer cell chosen for the clock tree is sky130_fd_sc_hd__clkbuf_8.
- The synthesized design contains 0 enable-type register cells.
- In the synthesized netlist the async set-or-reset flop fraction comes to about 100%.
- The peak ir drop on the vdd network is 0.000157 V, for reference.
- The horizontal die dimension reported for this design is 99 um.
- The run finished with clean final reports.
- Setup repair after global routing left no endpoint under its margin.
- Among all stages on the critical path, the largest delay is contributed by sky130_fd_sc_hd__clkdlybuf4s50_1.
- The insertion delay to the later sink of the worst-skew pair is ~0.26 ns, for reference.
- The remaining global-route overflow is 0, for reference.
- The post-synth area from yosys stat is slightly below 900 um2, for reference.
- The required arrival time at the worst endpoint is between 2 and 2.5 ns, for reference.
- The final timing report counts setup violations totalling 0.
- The power per cell area is ~540 nW/um2, for reference.
- After synthesis, the most frequently instantiated cells are sky130_fd_sc_hd__dfrtp_1 (27), sky130_fd_sc_hd__mux2_4 (9), sky130_fd_sc_hd__mux2_2 (3).
- Internal power comes to about 0.00056 W.
- The detailed router reported a total wirelength of ~1700 um.
- The floorplan has 28 rows.
- The warning tally printed by Yosys for this design is 1.
- Averaged over all synthesized cells, the footprint is roughly 21 um2.
- Of the cells placed in the final design, the portion with a size suffix greater than 1 is 23.3%.
- The endpoint arrival time on the critical path is roughly 1.1 ns, for reference.
- The script computed the net switching share of total power as between 10% and 20%.
- In this run the number of H-tree levels came out at 1.
- The path class of the tightest hold or removal check is flop to flop.
- The gate count after technology mapping is about 42, for reference.
- TritonCTS built the clock tree.
- Port buffering added 27 buffers.
- The routed design ends up with an antenna cell count of 0.
- The fraction of post-synthesis cell area in the top cell type by area is 76.8%, for reference.
- Measured against its own limit, the worst slew margin works out to between 60% and 70%.
- The registers of the reported paths see a clock transition of around 0.090 ns.
- The placeable core region is ~6000 um2, for reference.
- The wire length of the first global-routing pass is 2700 um, for reference.
- The clock group share of total power is between 20% and 30%, for reference.
- The maximum number of buffers from clock root to sink is 2, for reference.
- The most critical hold endpoint after final layout shows a slack of approximately 0.44 ns.
- Combinational logic burns between 10 and 15% of the power.
- The final layout reports a setup TNS of 0 ns.
- The number of logged tool warnings is 25, for reference.
- The CTS buffer count is 3, for reference.
- After floorplanning, the die was sized to cover 9800 um2.
- The overall routing resource usage is 3.51%, for reference.
- The mapped cell area is between 800 and 900 um2, for reference.
- Per the synth log, the flip-flop and latch total comes to 27.
- STA lists the maximum fanout along the critical path as 2.
- Compared with the post-synthesis result, the final layout area differs by 45.1%.
- In the post-synthesis netlist, the biggest area contributors are sky130_fd_sc_hd__dfrtp_1 (77%), sky130_fd_sc_hd__mux2_4 (15%), sky130_fd_sc_hd__mux2_2 (3.8%), sky130_fd_sc_hd__buf_12 (2.3%), sky130_fd_sc_hd__nor2_4 (1.3%).
- The dominant register cell is sky130_fd_sc_hd__dfrtp_1, for reference.
- Sequential cells were found to cover around 77% of the synthesized design area.
- The number of max-capacitance violations reported is 0, for reference.
- The final critical path time including I/O delays and setup is ~1.7 ns, for reference.
- The number of cells in Yosys stat is 42, for reference.
- The largest total area in the synthesized netlist belongs to sky130_fd_sc_hd__dfrtp_1.
- STA classifies the critical path startpoint as a flop.
- The pin closest to its max-slew limit shows a slew of between 0.4 and 0.5 ns.
- The count of unresolved DRC violations after routing is 0, for reference.
- Yosys mapped the design onto 6 distinct sky130hd cell types.
- The maximum number of pins on one net before global-route repair is 28, for reference.
- The multi-input logic area is approximately 180 um2, for reference.
- The starting utilization of the core area is between 10% and 20%, for reference.
- The number of clock sinks came to 27.
- Buffers added to address setup during post-CTS repair amount to 0.
- The pre-antenna-repair detailed-routing pass consisted of 2 iterations.
- Per the OpenROAD power report, leakage power amounts to between 0.5 and 0.6 nW.
- Routability-driven placement finished with a final weighted congestion of a little over 0.7.
- The final route contains 432 vias.
- The total count of hold-check failures in the final report is 0, for reference.
- The detail route stage leaves a number of antenna-violating nets equal to 0.
- The area occupied by registers is 676 um2, for reference.
- Gates resized during post-CTS repair numbered 0.
- The number of buffers added to fix hold violations after cts is 0, for reference.
- The buffering stage count on the worst path with inverters included is 1, for reference.
- The final worst-path cycle share is about three fifths, for reference.
- Sequential cells burn 59.3% of the power.
- The class of the most critical setup path is flop to primary output, for reference.
- The routed length per placed instance is 11.1 um, for reference.
- The vertical die dimension reported for this design is around 100 um.
- The number of global-route vias before repair is roughly 520, for reference.
- The kind of cell with the highest combined delay on the critical path is buffers and inverters, for reference.
- The final number of max-transition violations is 0, for reference.
- For reference, the critical path cell chain is clkdlybuf4s50_1.
- The number of antenna violations at the first check in global routing is 0, for reference.
- In this run the count of I/O pins placed on the die edge is 28.
- The via count normalized by instance count is 2.92, for reference.
- STA classifies the critical path endpoint as a primary output.
- For this block, the initial DRC count from the detailed router was 6.
- The timing report gives the biggest stage delay along the critical path as 0.48 ns.
- Derived from the worst setup path, the maximum achievable clock frequency is 593 MHz.
- The cell with the most instances after synthesis is sky130_fd_sc_hd__dfrtp_1, for reference.
- The analysis attributes to net switching a power of between 0.0001 and 0.00015 W.
- The clock tree skew after final layout is 0.00297 ns, for reference.
- In the final layout, the fill cell count is 628.
[final cells by class]
cell class / count / area share [%]
inverters: 1 / 0.294
repair buffers: 28 / 21.8
multi-input cells: 13 / 14.1
flip-flops and latches: 27 / 52.9
clock buffers: 4 / 3.53
well taps: 75 / 7.35
[power groups by stage]
stage / clock (W) / sequential [W] / combinational, W
finish: 0.000203 / 0.000412 / 0.0000801
global route: 0.000233 / 0.000415 / 0.0000880
CTS: 0.000213 / 0.000412 / 0.0000836
[logic make-up after synthesis]
family / synth area share (%)
mux: 19.2
buf+inv: 2.70
simple gates: 1.28
flops: 76.8
[cell usage in the layout (no fill, tap or decap)]
cell type                          n
sky130_fd_sc_hd__inv_1             1
sky130_fd_sc_hd__buf_4             1
sky130_fd_sc_hd__clkbuf_8          3
sky130_fd_sc_hd__dfrtp_1          27
sky130_fd_sc_hd__nor2_4            1
sky130_fd_sc_hd__mux2_4            9
sky130_fd_sc_hd__clkdlybuf4s50_1  27
sky130_fd_sc_hd__mux2_2            3
sky130_fd_sc_hd__clkbuf_1          1
[metrics by stage]
stage	instance area [um2]	std cells	util (%)	setup WS [ns]	total power, W
floorplan	880	42	-	1.80	0.000442
global placement	1230	144	20.6	1.49	0.000501
detailed placement	1230	144	20.6	1.49	0.000503
CTS	1280	148	21.3	1.19	0.000709
global route	1280	148	21.3	1.14	0.000736
finish	1280	148	21.3	1.21	0.000694
[per-layer routing]
metal / part of all wire (%) / track usage (%) / up-vias / wire length (um)
li1: - / - / 199 / -
met1: 34 / 3.58 / 216 / 560
met2: 52 / 6.06 / 17 / 866
met3: 14 / 2.40 / 0 / 223
met4: 0 / 0.221 / 0 / 0
met5: 0 / 0 / - / 0
[path summary, 6_finish.rpt]
check | from | endpoint | slack [ns] | cells past startpoint
min in group asynchronous | arstn | data_reg[3] | 0.69 | 2
worst max-delay path | data_reg[6] | dout_data[6] | 1.21 | 1
worst min register to register | tvalid_delay0 | tvalid_delay1 | 0.44 | 0
max in group asynchronous | arstn | data_reg[8] | 1.96 | 2
worst min-delay path | tvalid_delay0 | tvalid_delay1 | 0.44 | 0
worst max register to register | tvalid_delay1 | data_reg[0] | 1.59 | 2
Power is estimated from default activity; no workload was simulated.
