### design.v
module Compare3x3 #(
    parameter LINE_NUM = 3,
    parameter PIXEL_WIDTH = 14,
    parameter KX_WIDTH =3,
    parameter IMAGE_WIDTH = 128
)(clk,arstn,data_in,din_valid,data_out,dout_valid,mode);
function integer clogb2(input integer bit_depth);
    begin
        for(clogb2 = 0; bit_depth >0;clogb2 = clogb2 +1)
            bit_depth = bit_depth >> 1;
    end
endfunction
localparam CNT_WIDTH = clogb2(IMAGE_WIDTH-1);
localparam DATA_WIDTH = PIXEL_WIDTH*LINE_NUM;
input clk;
input arstn;
input [DATA_WIDTH-1:0]data_in;
input din_valid;
input mode;
output [PIXEL_WIDTH-1:0]data_out;
output dout_valid;
reg [PIXEL_WIDTH-1:0]k00_reg;
reg [PIXEL_WIDTH-1:0]k01_reg;
reg [PIXEL_WIDTH-1:0]k02_reg;
reg [PIXEL_WIDTH-1:0]k10_reg;
reg [PIXEL_WIDTH-1:0]k11_reg;
reg [PIXEL_WIDTH-1:0]k12_reg;
reg [PIXEL_WIDTH-1:0]k20_reg;
reg [PIXEL_WIDTH-1:0]k21_reg;
reg [PIXEL_WIDTH-1:0]k22_reg;
reg [CNT_WIDTH:0]cnt_reg;
reg [CNT_WIDTH:0]cnt;
always@(posedge clk or negedge arstn)
    begin
        if(~arstn)
            begin
                k00_reg <= 0;
                k01_reg <= 0;
                k02_reg <= 0;
            end
        else
            begin
                if(din_valid)
                    begin
                        k00_reg <= data_in[PIXEL_WIDTH-1:0];
                        k01_reg <= data_in[2*PIXEL_WIDTH-1:PIXEL_WIDTH];
                        k02_reg <= data_in[3*PIXEL_WIDTH-1:2*PIXEL_WIDTH];
                    end
            end
    end
always@(posedge clk or negedge arstn)
    begin
        if(~arstn)
            begin
                k10_reg <= 0;
                k11_reg <= 0;
                k12_reg <= 0;
            end
       else
            begin
                k10_reg <= k00_reg;
                k11_reg <= k01_reg;
                k12_reg <= k02_reg;
            end
    end
always@(posedge clk or negedge arstn)
    begin
        if(~arstn)
            begin
                k20_reg <= 0;
                k21_reg <= 0;
                k22_reg <= 0;
            end
         else
            begin
                k20_reg <= k10_reg;
                k21_reg <= k11_reg;
                k22_reg <= k12_reg;
            end
    end
reg [PIXEL_WIDTH-1:0]comp_delay_00;
reg [PIXEL_WIDTH-1:0]comp_delay_01;
reg [PIXEL_WIDTH-1:0]comp_delay_02;
reg [PIXEL_WIDTH-1:0]comp_delay_03;
reg [PIXEL_WIDTH-1:0]comp_delay_04;
always@(posedge clk or negedge arstn)
    begin
        if(~arstn)
            begin
                comp_delay_00 <= 0;
                comp_delay_01 <= 0;
                comp_delay_02 <= 0;
                comp_delay_03 <= 0;
                comp_delay_04 <= 0;
            end
        else
            begin
               if(mode == 1'b1)
                    begin
                        if(k00_reg > k01_reg)
                            comp_delay_00 <= k00_reg;
                        else
                            comp_delay_00 <= k01_reg;
                        if(k02_reg > k10_reg)
                            comp_delay_01 <= k02_reg;
                        else
                            comp_delay_01 <= k10_reg;
                        if(k11_reg > k12_reg)
                            comp_delay_02 <= k11_reg;
                        else
                            comp_delay_02 <= k12_reg;
                        if(k20_reg > k21_reg)
                            comp_delay_03 <= k20_reg;
                        else
                            comp_delay_03 <= k21_reg;
                        comp_delay_04 <= k22_reg;    
                    end
               else
                    begin
                        if(k00_reg > k01_reg)
                             comp_delay_00 <= k01_reg;
                        else
                            comp_delay_00 <= k00_reg;
                        if(k02_reg > k10_reg)
                            comp_delay_01 <= k10_reg;
                        else
                            comp_delay_01 <= k02_reg;
                        if(k11_reg > k12_reg)
                            comp_delay_02 <= k12_reg;
                        else
                            comp_delay_02 <= k11_reg;
                        if(k20_reg > k21_reg)
                            comp_delay_03 <= k21_reg;
                        else
                            comp_delay_03 <= k20_reg;
                        comp_delay_04 <= k22_reg;                    
                    end
            end
    end
reg [PIXEL_WIDTH-1:0]comp_delay_10;
reg [PIXEL_WIDTH-1:0]comp_delay_11;
reg [PIXEL_WIDTH-1:0]comp_delay_12;
always@(posedge clk or negedge arstn)
    begin
        if(~arstn)
            begin
                comp_delay_10 <= 0;
                comp_delay_11 <= 0;
                comp_delay_12 <= 0;
            end
        else
            begin
                if(mode == 1'b1)
                    begin
                        if(comp_delay_00 > comp_delay_01)
                            comp_delay_10 <= comp_delay_00;
                        else
                            comp_delay_10 <= comp_delay_01;
                        if(comp_delay_02 > comp_delay_03)
                            comp_delay_11 <= comp_delay_02;
                        else
                            comp_delay_11 <= comp_delay_03;
                        comp_delay_12 <= comp_delay_04;
                    end
                else
                    begin
                         if(comp_delay_00 > comp_delay_01)
                            comp_delay_10 <= comp_delay_01;
                         else
                            comp_delay_10 <= comp_delay_00;
                         if(comp_delay_02 > comp_delay_03)
                            comp_delay_11 <= comp_delay_03;
                         else
                            comp_delay_11 <= comp_delay_02;
                         comp_delay_12 <= comp_delay_04;                   
                    end
            end
    end
reg [PIXEL_WIDTH-1:0]comp_delay_20;
reg [PIXEL_WIDTH-1:0]comp_delay_21;
always@(posedge clk or negedge arstn)
    begin
        if(~arstn)
            begin
                comp_delay_20 <= 0;
                comp_delay_21 <= 0;
            end
        else
            begin
                if(mode == 1'b1)
                    begin
                        if(comp_delay_10 > comp_delay_11)
                           comp_delay_20 <= comp_delay_10;
                        else
                            comp_delay_20 <= comp_delay_11;
                        comp_delay_21 <= comp_delay_12;
                    end
                else
                    begin
                        if(comp_delay_10 > comp_delay_11)
                            comp_delay_20 <= comp_delay_11;
                        else
                            comp_delay_20 <= comp_delay_10;
                        comp_delay_21 <= comp_delay_12;
                    end
            end
    end
reg [PIXEL_WIDTH-1:0]comp_delay_30;            
always@(posedge clk or negedge arstn)
    begin
        if(~arstn)
            comp_delay_30 <= 0;
        else
            begin
                if(mode == 1'b1)
                    begin
                        if(comp_delay_20 > comp_delay_21)
                            comp_delay_30 <= comp_delay_20;
                        else
                            comp_delay_30 <= comp_delay_21;
                    end
                else
                    begin
                        if(comp_delay_20 > comp_delay_21)
                            comp_delay_30 <= comp_delay_21;
                        else
                            comp_delay_30 <= comp_delay_20;
                    end
            end
    end
assign data_out = comp_delay_30;
always@(posedge clk or negedge arstn)
    begin
        if(~arstn)
            cnt_reg <= 0;
        else
            cnt_reg <= cnt;
    end
always@(*)
    begin
        if(din_valid)
            begin 
                if(cnt_reg == IMAGE_WIDTH - 1)
                    cnt = 0;
                else
                    cnt = cnt_reg + 1'b1;  
            end
        else
            cnt = cnt_reg;
    end   
reg tvalid;
reg tvalid_delay_0;
reg tvalid_delay_1;
reg tvalid_delay_2;
reg tvalid_delay_3;
always@(posedge clk or negedge arstn)
    begin
        if(~arstn)
           tvalid <= 0;
        else 
            begin
                if(cnt == KX_WIDTH)
                    tvalid <= 1'b1;
                else if(cnt_reg == IMAGE_WIDTH - 1)
                    tvalid <= 1'b0;
                else
                    tvalid <= tvalid;
            end  
    end
always@(posedge clk or negedge arstn)
    begin
        if(~arstn)
            begin
                tvalid_delay_0 <= 0;
                tvalid_delay_1 <= 0;
                tvalid_delay_2 <= 0;
                tvalid_delay_3 <= 0;
            end
        else
            begin
                tvalid_delay_0 <= tvalid;
                tvalid_delay_1 <= tvalid_delay_0;
                tvalid_delay_2 <= tvalid_delay_1;
                tvalid_delay_3 <= tvalid_delay_2;
            end
    end
assign dout_valid = tvalid_delay_3;
endmodule
### constraint.sdc
current_design Compare3x3

set clk_period 4.5
set clk_io_pct 0.2

create_clock -name clk0 -period $clk_period [get_ports {clk}]

set non_clock_inputs [all_inputs -no_clocks]
set_input_delay [expr $clk_period * $clk_io_pct] -clock clk0 $non_clock_inputs
set_output_delay [expr $clk_period * $clk_io_pct] -clock clk0 [all_outputs]
### config.mk
export PLATFORM = sky130hd
export DESIGN_NAME = Compare3x3
export DESIGN_NICKNAME = Compare3x3
export VERILOG_FILES = /design/flow/design.v
export SDC_FILE = /design/flow/constraint.sdc
export NUM_CORES = 4
export LEC_CHECK = 1
export CORE_UTILIZATION = 40
### run.sh
#!/bin/bash
# OpenROAD 26Q1-2900-gdf79404cd8, Yosys 0.63+post, stock flow scripts
make -C /OpenROAD-flow-scripts/flow DESIGN_CONFIG=/design/flow/config.mk WORK_HOME=/design/flow/orfs finish
==> results_slide.txt <==
Physical Implementation Snapshot

Synth
  • Ys async rst share: 100.0%
  • Post-Syn Area per Cell: 10.71 um^2
  • Top area contributor share: 49.07%
  • Top_reg_cell synth: dfrtp_1
  • Gate Count Post-Synth: 1395
  • Synth cell types: 56
  • Biggest area cells: dfrtp_1 (49%), ha_1 (9.5%), a221oi_1 (6.4%)
  • Post-synth EDFFs: 0
  • Seq share, synth: 49.07%
  • Yosys stat cell total: 1395
  • Cell area after synthesis: 14940 um^2
  • Post-synth regs: 293
  • Leading area contributor after synthesis: dfrtp_1
  • Yosys warning tally: 1
  • Yosys stat area: 14940 um^2

Route
  • Via density: 5.835
  • Initial DRC Count: 1104
  • Antenna viol nets, final: 0
  • Drt drc: 0
  • Drt total wl: 37190 um
  • Number of detailed-route iterations in the first pass: 7
  • Routed vias: 11290
  • # diodes: 0
  • DR WL/cell: 19.23 um

Place
  • GP Congestion: 0.8982
  • DP Wirelength: 26630 um
  • DP Area: 16090 um^2
  • Quantity of I/O buffers inserted on ports: 60
  • Dpl cells: 1878

Hold path
  • Hold/Removal Path Class: primary input to asynchronous set/reset pin

Cells and area
  • Fillers: 3269
  • Top Layout Cells: dfrtp_1 (293), inv_1 (136), ha_1 (113)
  • Ratio of cells with drive above 1 in the final layout: 10.64%
  • Design area: 17260 um^2
  • Area Growth Syn to Fin: 15.47%
  • Post-Layout Cell Count: 1934
  • Top cell excl fill/tap: dfrtp_1

Critical path
  • Reg2Reg Depth: 9
  • Worst EP required: 4.92 ns
  • Reg2reg start: k02_reg[13]
  • Crit Path Max Fanout: 25
  • Reg2Reg Capture Point: comp_delay_01[4]
  • CP Launch Type: flop
  • CP Capture Type: flop
  • Worst R2R Setup Slack: 1.42 ns
  • WS Path Type: flop to flop
  • Worst path arrival time: 3.50 ns

Power and ir drop
  • Clock network fraction of design power: 30.7%
  • Total power: 9.318 mW
  • Pleak: 7.601 nW
  • Switch Pwr: 3.109 mW
  • Flop pwr share: 40.9%
  • Internal power: 6.208 mW
  • Power Density: 540.0 nW/um^2
  • Switching Share: 33.37%
  • Power share of the combinational group: 28.4%
  • Max rail drop VDD: 0.0003313 V

Clock network
  • Post-cts sizing count: 0
  • CTS Root Cell: clkbuf_16
  • CTS hold repair buffers: 0
  • TritonCTS clock tree: built
  • Setup Buffers After CTS: 0
  • Insertion Delay late pin: 0.56 ns
  • CTS buffer count: 31
  • Longest Clk Path Bufs: 3
  • Worst-path clk slew: 0.06 ns
  • # H-tree levels: 1
  • Number of clock sinks: 293

Floorplanning
  • FP Util: 40.72%
  • Core area: 36700 um^2
  • Number of cell rows: 70
  • Die H: 195.3 um
  • Chip Area: 38130 um^2
  • Top-level I/O count: 61
  • Die Wd: 195.3 um

Global routing
  • Pin count of the biggest net entering global routing: 115
  • Vias in the first global route: 10730
  • Initial antenna violation count: 1
  • Remaining Overflow, GRT: 0
  • First-pass GRT wire length: 59690 um
  • Tot GR Track Use: 20.72%

Timing
  • Hold slack: 0.3273 ns
  • Fmax achieved: 325.1 MHz
  • Pins Over Slew Limit: 0
  • Worst Max-Slew Pin Slew: 0.9700 ns
  • Fin crit share: 68.35%
  • Minimum clock period: 3.076 ns
  • Setup violations, final: 0
  • Setup TNS: 0 ns
  • Worst Skew: 0.02266 ns
  • Max-slew headroom: 35.33%
  • Unrepaired setup endpoints after global routing: no
  • Fin. Hold Viols: 0

Job
  • Tool warnings: 27
  • Max-Cap Viols: 0

Run status
  • Outcome: completed
## worst max-delay path, cell delays in order (launching register included)
cell and delay, ns:
dfrtp_1 0.47, ha_1 0.36, nand4_1 0.30, nor4_4 0.63, buf_4 0.37, o32ai_1 0.14
o2bb2ai_1 0.14, buf_4 0.19, a22oi_1 0.20, o21ai_0 0.13
## metal layers
metal	vias to the layer above	wire length, um	GRT usage, %
met5	-	13	0
met4	2	1162	5.453
met3	63	2494	4.283
met2	385	17080	31.39
met1	5462	16440	31.39
li1	5373	-	-
## worst max-delay path by stage
stage	start	end	slack, ns
CTS	k00_reg[4]	comp_delay_00[8]	1.47
global route	k02_reg[13]	comp_delay_01[3]	1.28
finish	k02_reg[13]	comp_delay_01[4]	1.42
## Yosys cell counts (3+ instances only)
cell type / count
a21oi_1: 51
o211ai_1: 5
o2bb2ai_1: 3
a21boi_0: 6
a211oi_1: 5
inv_1: 136
nand3_1: 27
nand2b_1: 11
o21ai_0: 82
buf_2: 9
o221ai_1: 15
o21ai_1: 17
xnor2_1: 6
nor4_1: 5
a221oi_1: 109
nand2_1: 101
or3_1: 5
a21o_1: 6
o21a_1: 10
buf_1: 7
o32ai_1: 6
nand4_1: 27
o31ai_1: 10
ha_1: 113
nor2_1: 46
a221o_1: 53
clkbuf_1: 58
nor3_1: 10
o31a_1: 3
dfrtp_1: 293
a22o_1: 14
mux2_2: 55
mux2i_1: 6
o22ai_1: 3
a22oi_1: 54
## final cells by class
| class | count | area [um^2] | share of cell area [%] |
|---|---|---|---|
| inverter | 137 | 514.2 | 2.980 |
| clock inverter | 21 | 345.3 | 2.001 |
| tap | 468 | 585.6 | 3.394 |
| sequential | 293 | 7332 | 42.49 |
| timing repair buffer | 92 | 850.8 | 4.931 |
| multi-input combinational | 888 | 6807 | 39.45 |
| clock buffer | 35 | 820.8 | 4.757 |
## through the flow
stage	util, %	setup slack, ns
after floorplan	-	2.035
after global placement	43.84	1.530
after detailed placement	43.84	1.503
after CTS	47.02	1.473
after global routing	47.02	1.277
final	47.02	1.424
## cells by family after synthesis
| logic type | count (synthesis) | synth area share [%] |
|---|---|---|
| AND-OR/OR-AND | 463 | 23.21 |
| flip-flops | 293 | 49.07 |
| AND/OR/NAND/NOR | 244 | 7.754 |
| buffers and inverters | 214 | 5.551 |
| adder cells (fa/ha/maj) | 113 | 9.462 |
| multiplexers | 61 | 4.547 |
| XOR/XNOR | 7 | 0.4103 |
## power groups by stage
stage / sequential, mW / combinational, mW / clock (mW)
4_1_cts: 3.82 / 2.65 / 2.92
5_1_grt: 3.89 / 3.01 / 3.04
6_report: 3.81 / 2.65 / 2.86
Power is estimated from default activity; no workload was simulated.
